**config.mk**
```make
export PLATFORM = sky130hd
export DESIGN_NAME = sram_controller
export DESIGN_NICKNAME = sram_controller
export VERILOG_FILES = /design/flow/design.v
export SDC_FILE = /design/flow/constraint.sdc
export NUM_CORES = 4
export LEC_CHECK = 1
export CORE_AREA = 10 10 70 70
export DIE_AREA = 0 0 80 80
```
**constraint.sdc**
```tcl
current_design sram_controller

set clk_period 1.8
set clk_io_pct 0.2

create_clock -name clk0 -period $clk_period [get_ports {clk}]

set non_clock_inputs [all_inputs -no_clocks]
set_input_delay [expr $clk_period * $clk_io_pct] -clock clk0 $non_clock_inputs
set_output_delay [expr $clk_period * $clk_io_pct] -clock clk0 [all_outputs]
```
**design.v**
```verilog
module sram_controller (
    input wire clk,
    input wire reset,
    input wire [ADDR_WIDTH-1:0] address,
    inout wire [DATA_WIDTH-1:0] data,
    input wire we,   
    input wire oe,   
    input wire cs,   
    output reg [DATA_WIDTH-1:0] sram_data_out,
    output reg sram_we,
    output reg sram_oe,
    output reg sram_cs
);
    parameter ADDR_WIDTH = 16;
    parameter DATA_WIDTH = 8;
    typedef enum logic [1:0] {
        IDLE,
        READ,
        WRITE,
        WAIT
    } state_t;
    state_t current_state, next_state;
    always @(posedge clk or posedge reset) begin
        if (reset) begin
            current_state <= IDLE;
        end else begin
            current_state <= next_state;
        end
    end
    always @(*) begin
        case (current_state)
            IDLE: begin
                if (cs) begin
                    if (we) begin
                        next_state = WRITE;
                    end else if (oe) begin
                        next_state = READ;
                    end else begin
                        next_state = IDLE;
                    end
                end else begin
                    next_state = IDLE;
                end
            end
            READ: begin
                next_state = WAIT;
            end
            WRITE: begin
                next_state = WAIT;
            end
            WAIT: begin
                next_state = IDLE;
            end
            default: begin
                next_state = IDLE;
            end
        endcase
    end
    always @(posedge clk) begin
        case (current_state)
            IDLE: begin
                sram_we <= 1'b1;
                sram_oe <= 1'b1;
                sram_cs <= 1'b1;
            end
            READ: begin
                sram_we <= 1'b1;
                sram_oe <= 1'b0;
                sram_cs <= 1'b0;
                sram_data_out <= data;
            end
            WRITE: begin
                sram_we <= 1'b0;
                sram_oe <= 1'b1;
                sram_cs <= 1'b0;
            end
            WAIT: begin
                sram_we <= 1'b1;
                sram_oe <= 1'b1;
                sram_cs <= 1'b1;
            end
        endcase
    end
endmodule 
```
**run.sh**
```bash
#!/bin/bash
# OpenROAD 26Q1-2900-gdf79404cd8, Yosys 0.63+post, stock flow scripts
make -C /OpenROAD-flow-scripts/flow DESIGN_CONFIG=/design/flow/config.mk WORK_HOME=/design/flow/orfs finish
```
==> load_flow_metrics.sql <==
-- physical implementation figures
INSERT INTO impl_metrics (metric_group, metric, value, unit) VALUES
('floorplanning', 'die_width', '80', 'um'),
('placed_design', 'place_inst', '85', ''),
('status', 'error', '[ERROR RSZ-0074] Failed to build tree from global routes for pin ''data[7]'' and net ''data[7]'' at grid (37950, 3450): found route to 2 pins, expected 1', ''),
('floorplanning', 'die_y', '80', 'um'),
('yosys', 'postSynthRegisterBits', '15', ''),
('floorplanning', 'ios', '40', ''),
('floorplanning', 'fp-row-count', '21', ''),
('clocking', 'clock_sink_count', '15', ''),
('clocking', 'ctsRootBufferMaster', 'clkbuf_4', ''),
('placed_design', 'numPortBuffers', '15', ''),
('placed_design', 'placedInstanceArea', '671', 'um^2'),
('yosys', 'post_synth_inst_count', '24', ''),
('placed_design', 'pre_cts_ws', '581', 'ps'),
('clocking', 'cts_buffers', '3', ''),
('yosys', 'synth.yosys.num_cells', '24', ''),
('clocking', 'clockBufferDepth', '2', ''),
('yosys', 'ys_chip_area', '463', 'um^2'),
('clocking', 'postCtsSetupBuffers', '0', ''),
('status', 'outcome.stop_stage', '5_1_grt', ''),
('clocking', 'post_cts_hold_buffers', '0', ''),
('global_route', 'grt_max_degree', '11', ''),
('clocking', 'cts.htree.levels', '1', ''),
('final_timing', 'untimed_endpoints', '8', ''),
('clocking', 'cts_repair_resize_count', '0', ''),
('floorplanning', 'initCoreUtil', '0.136', ''),
('yosys', 'ys_seq_share', '0.868', ''),
('placed_design', 'place_congestion', '0.739', ''),
('yosys', 'synth.avg_cell_area', '19.3', 'um^2'),
('yosys', 'ys_types', '12', ''),
('yosys', 'synthesis.area', '463', 'um^2'),
('yosys', 'synthesis.yosys.warnings', '1', ''),
('status', 'status', 'did not finish', '');
[synth_stat cells (all sizes together)]
library cell | n | area, um^2
dfrtp | 3 | 75.1
or3 | 2 | 12.5
or2 | 2 | 12.5
edfxtp | 8 | 240
dfxtp | 3 | 60.1
o21ai | 1 | 5.00
and3 | 1 | 7.51
inv | 1 | 3.75
and4b | 1 | 11.3
dfstp | 1 | 26.3
a21o | 1 | 8.76
[cells by family after synthesis]
kind of cell / share of synthesized area
flip-flops: 0.868
buffers and inverters: 0.00810
AND-OR/OR-AND: 0.0297
AND/OR/NAND/NOR: 0.0946
