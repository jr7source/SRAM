[./constraint.sdc]
current_design lvds_adc

set clk_period 2.2
set clk_io_pct 0.2

create_clock -name clk0 -period $clk_period [get_ports {clk}]

set non_clock_inputs [all_inputs -no_clocks]
set_input_delay [expr $clk_period * $clk_io_pct] -clock clk0 $non_clock_inputs
set_output_delay [expr $clk_period * $clk_io_pct] -clock clk0 [all_outputs]
[./design.v]
module lvds_adc (
    input wire clk,
    input wire reset,
    input wire [LVDS_WIDTH-1:0] lvds_data,  
    input wire lvds_clk,  
    input wire lvds_control,  
    input wire feedback,      
    output wire [DATA_WIDTH-1:0] adc_data_out,  
    output wire adc_we,         
    output wire adc_oe,         
    output wire adc_cs          
);
    parameter LVDS_WIDTH = 8;
    parameter DATA_WIDTH = 8;
    parameter integer SAMPLING_RATE = 1000;  
    reg [LVDS_WIDTH-1:0] lvds_data_reg;
    reg lvds_control_sync1, lvds_control_sync2, lvds_control_reg;
    reg feedback_sync1, feedback_sync2, feedback_reg;
    always @(posedge clk or posedge reset) begin
        if (reset) begin
            lvds_control_sync1 <= 1'b0;
            lvds_control_sync2 <= 1'b0;
            lvds_control_reg   <= 1'b0;
            feedback_sync1     <= 1'b0;
            feedback_sync2     <= 1'b0;
            feedback_reg       <= 1'b0;
        end else begin
            lvds_control_sync1 <= lvds_control;
            lvds_control_sync2 <= lvds_control_sync1;
            lvds_control_reg   <= lvds_control_sync2;  
            feedback_sync1     <= feedback;
            feedback_sync2     <= feedback_sync1;
            feedback_reg       <= feedback_sync2;      
        end
    end
    always @(posedge clk) begin
         lvds_data_reg <= lvds_data;  
    end
    reg [31:0] sample_counter;
    reg sample_enable;
    always @(posedge clk or posedge reset) begin
        if (reset) begin
            sample_counter <= 32'b0;
            sample_enable <= 1'b0;
        end else begin
            if (sample_counter >= SAMPLING_RATE - 1) begin
                sample_counter <= 32'b0;
                sample_enable <= 1'b1;  
            end else begin
                sample_counter <= sample_counter + 1;
                sample_enable <= 1'b0;
            end
        end
    end
    typedef enum logic [1:0] {
        IDLE,
        CAPTURE,  
        PROCESS,  
        WAIT      
    } state_t;
    state_t current_state, next_state;
    reg [DATA_WIDTH-1:0] captured_data_pipe;
    reg capture_valid_pipe;
    always @(posedge clk or posedge reset) begin
        if (reset) begin
            current_state <= IDLE;
        end else begin
            current_state <= next_state;
        end
    end
    always_comb begin
        next_state = current_state;  
        capture_valid_pipe = 1'b0;   
        captured_data_pipe = '0;     
        case (current_state)
            IDLE: begin
                if (sample_enable && lvds_control_reg && feedback_reg) begin
                    next_state = CAPTURE;
                end
            end
            CAPTURE: begin
                captured_data_pipe = lvds_data_reg[DATA_WIDTH-1:0];  
                capture_valid_pipe = 1'b1;
                next_state = PROCESS;  
            end
            PROCESS: begin
                 next_state = WAIT;  
            end
            WAIT: begin
                next_state = IDLE;
            end
            default: begin
                next_state = IDLE;
            end
        endcase
    end
    reg [DATA_WIDTH-1:0] adc_data_out_reg;
    reg adc_we_reg;
    reg adc_oe_reg;
    reg adc_cs_reg;
    always @(posedge clk or posedge reset) begin
        if (reset) begin
            adc_we_reg <= 1'b1;
            adc_oe_reg <= 1'b1;
            adc_cs_reg <= 1'b1;
            adc_data_out_reg <= '0;
        end else begin
            adc_we_reg <= 1'b1;
            adc_oe_reg <= 1'b1;
            adc_cs_reg <= 1'b1;
            adc_data_out_reg <= adc_data_out_reg;  
            if (current_state == PROCESS && capture_valid_pipe) begin
                adc_we_reg <= 1'b1;  
                adc_oe_reg <= 1'b0;  
                adc_cs_reg <= 1'b0;  
                adc_data_out_reg <= captured_data_pipe;  
            end
        end
    end
    assign adc_data_out = adc_data_out_reg;
    assign adc_we = adc_we_reg;
    assign adc_oe = adc_oe_reg;
    assign adc_cs = adc_cs_reg;
endmodule 
[./config.mk]
export PLATFORM = sky130hd
export DESIGN_NAME = lvds_adc
export DESIGN_NICKNAME = lvds_adc
export VERILOG_FILES = /design/flow/design.v
export SDC_FILE = /design/flow/constraint.sdc
export NUM_CORES = 4
export LEC_CHECK = 1
export CORE_UTILIZATION = 40
[./run.sh]
#!/bin/bash
# OpenROAD 26Q1-2900-gdf79404cd8, Yosys 0.63+post, stock flow scripts
make -C /OpenROAD-flow-scripts/flow DESIGN_CONFIG=/design/flow/config.mk WORK_HOME=/design/flow/orfs finish
==> flow_summary.toml <==
# generated from flow reports
[yosys]
netlist_area_um2 = 279
yosys.area.top_type_share_pct = 71.7
ys_seq_share_pct = 81.2
edf_count = 0
async_reset_ff_share_pct = 100
common_cells = "clkbuf_1 (8), dfrtp_1 (8), buf_4 (2)"
ys.flop_type = "dfrtp_1"
yosys.area.top_type = "dfrtp_1"
ys_area_um2 = 279
synth.area.top_cells = "dfrtp_1 (72%), clkbuf_1 (11%), dfstp_2 (9.4%), buf_4 (5.4%), conb_1 (1.3%)"
netlist_instances = 21
yosys_cells = 21
ys_types = 6
synth_flops = 9
synth_warnings = 1
syn_avg_cell_area_um2 = 13.3

[run_status]
error = "[ERROR PDN-0185] Insufficient width (25.76 um) to add straps on layer met4 in grid \"grid\" with total strap width 15.2 um and offset 13.6 um."
stop_stage = "power grid generation"
status = "stopped before the end"

[die]
dieHeight_um = 28.4
die_w_um = 28.4
initial_utilization_pct = 44.2
rows = 9
## kinds of logic after synthesis
family | after synthesis | synth area share [%]
DFF | 9 | 81.2
buffers and inverters | 11 | 17.5
other | 1 | 1.34
